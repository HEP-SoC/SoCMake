$ cat design/flow/config.mk
export PLATFORM = sky130hd
export DESIGN_NAME = adder
export DESIGN_NICKNAME = adder
export VERILOG_FILES = /design/flow/design.v
export SDC_FILE = /design/flow/constraint.sdc
export NUM_CORES = 4
export LEC_CHECK = 1
export CORE_AREA = 10 10 70 70
export DIE_AREA = 0 0 80 80
$ cat design/flow/constraint.sdc
current_design adder

set clk_period 5.1
set clk_io_pct 0.2

create_clock -name clk0 -period $clk_period

set non_clock_inputs [all_inputs -no_clocks]
set_input_delay [expr $clk_period * $clk_io_pct] -clock clk0 $non_clock_inputs
set_output_delay [expr $clk_period * $clk_io_pct] -clock clk0 [all_outputs]
$ cat design/flow/design.v
module adder (
    input [7:0] a,
    input [7:0] b,
    output [8:0] o
);
    assign o = a + b;
 endmodule
$ cat design/flow/run.sh
#!/bin/bash
# OpenROAD 26Q1-2900-gdf79404cd8, Yosys 0.63+post, stock flow scripts
make -C /OpenROAD-flow-scripts/flow DESIGN_CONFIG=/design/flow/config.mk WORK_HOME=/design/flow/orfs finish
==> metrics.yaml <==
critical_path:
  critPathMaxStageDelay_ns: 0.49
  crit_fanout: 2
  cp_num_buf_inv: 2
  cp_cell_sequence: "clkdlybuf4s50_1 > ha_1 > fa_1 > a21oi_1 > nor2_1 > nor2_1 > xnor2_1 > clkdlybuf4s50_1"
  worst_ep_arrival_time_ns: 3.13
  cp-start-kind: "input pin"
  worstSetupEndpointType: "output port"
  cp-startpoint: "a[0]"
  criticalPathCategory: "input pin to output port"
  slowest_stage: "clkdlybuf4s50_1"
  cp.depth: 8
  critical_path_required_ns: 4.08
  crit_family: "buffers and inverters"
placed_design:
  dp_slack_ns: 0.951
  hpwl_um: 997
  gp_congestion: 0.743
  dp_cells: 113
  port_buffers: 25
min_path:
  min_to: "o[0]"
  hold_depth: 3
  hold_path_class: "input pin to output port"
  hp-start: "b[0]"
logic_synthesis:
  synth.distinct_cells: 20
  synth_warnings: 0
  syn_area_per_cell_um2: 7.72
  yosysSeqAreaShare_pct: 0
  ys_cells: 42
  netlist_instances: 42
  yosysChipArea_um2: 324
  syn_area_um2: 324
final_layout:
  syn2layout_area_growth_pct: 95.0
  n_fill_cell: 384
  final_common_cell: "clkdlybuf4s50_1"
  clock_buffers: 0
  finalNonFillerCells: 113
  seq_cell_count: 0
  fin_util_pct: 18.5
  mostFrequentLayoutCells: "clkdlybuf4s50_1, ha_1, a21oi_1"
  logic_area_um2: 313
  drive_above_1_share_pct: 1.49
  seq_area_um2: 0
power_and_ir_drop:
  comb_power_share_pct: 100.0
  p_seq_share_pct: 0
  power_frac_clock_pct: 0
  peakVddDrop_v: 0.0000461
  p_switching_mw: 0.0257
  p_leak_nw: 0.255
  swShare_pct: 34.9
  p_int_mw: 0.0479
  powerDensity_nw_per_um2: 117
sta:
  finalCriticalPeriod_ns: 4.15
  worst_slack_ns: 0.945
  fmax_ghz: 0.241
  slew-limit-headroom_pct: 74.3
  worst_pin_slew_ns: 0.375
  drv_slew: 0
  post-route-period-util_pct: 81.5
  setup_viol: 0
  fin_tns_setup_ns: 0
  fin_hold_ws_ns: 3.07
  final_hold_viol_count: 0
  rsz0062_at_grt: "no"
detailed_routing:
  drtIter0Drc: 23
  antenna_cells: 0
  drc: 0
  vias: 404
  avgRoutedWirePerCell_um: 9.72
  dr.pass1.iters: 4
  antenna_left: 0
  routed_wl_mm: 1.10
  viasPerCell: 3.58
outcome:
  outcome: "completed"
global_route:
  grt_use_total_pct: 3.26
  grt_pass1_wl_mm: 1.77
  grt_start_max_net_pins: 7
  antenna_found_initial: 0
  grt_overflow: 0
  grt_pass1_vias: 393
clock_tree:
  postCtsSetupBuffers: 0
  post_cts_resize_count: 0
  cts_hold_buf: 0
run:
  warnings: 32
  drv_cap: 0
die:
  core_um2: 3420
  rows: 21
  io_pins: 25
  fp_util_pct: 9.49
  chipArea_um2: 6400
  die_x_um: 80
  die_h_um: 80
==> cells by family (layout without fill, tap and decap cells) <==
logic type | after synthesis | after routing | synth area share [%]
mux | 1 | 1 | 3.09
xor+xnor | 4 | 4 | 10.8
fa+ha+maj | 9 | 9 | 37.1
buf+inv | 3 | 28 | 3.47
simple gates | 12 | 12 | 17.8
compound gates | 13 | 13 | 27.8
==> how the worst max path moves through the flow <==
stage | end | slack [ns]
after CTS | o[6] | 0.93
after global routing | o[6] | 0.84
final | o[6] | 0.95
==> cell type report <==
type | instances | share of cell area, %
well taps | 46 | 9.11
multi-input cells | 39 | 49.5
repair buffers | 25 | 39.6
inverters | 3 | 1.78
==> tightest hold or removal path: stages <==
cell	delay, ns
clkdlybuf4s50_1	0.46
ha_1	0.12
clkdlybuf4s50_1	0.45
==> per-layer routing <==
layer	GRT usage (%)	wire (um)
met5	0	0
met2	4.17	400
met4	0	0
met3	1.70	142
met1	4.91	555
==> cells in the mapped netlist (2+ instances only) <==
library cell | count | area, um2
a21o_1 | 2 | 15.0
a21oi_1 | 5 | 25.0
a311o_1 | 2 | 20.0
ha_1 | 8 | 100
inv_1 | 2 | 7.51
nand2_1 | 3 | 11.3
nand3_1 | 2 | 10.0
nor2_1 | 2 | 7.51
nor2b_1 | 2 | 12.5
nor3_1 | 2 | 10.0
xnor2_1 | 2 | 17.5
xor2_1 | 2 | 17.5
==> power groups by stage <==
stage     Sequential [mW]  Clock [mW]  Combinational [mW]
6_report                0           0              0.0736
4_1_cts                 0           0              0.0748
5_1_grt                 0           0              0.0818
==> through the flow <==
stage,power (mW),instance area (um2)
finish,0.0736,632
global route,0.0818,632
CTS,0.0748,632
detailed placement,0.0741,632
global placement,0.0733,632
floorplan,0.0291,324
Power is estimated from default activity; no workload was simulated.
