## /design/flow/design.v

```verilog
`timescale 1ps / 1ps
module counter1 (
    input clk,
    input rst,
    output [7:0] cnt_out
);
    reg [7:0] cnt_reg;
    assign cnt_out = cnt_reg;
    always @(posedge clk) begin
        if(rst) begin
            cnt_reg <= 8'h00;
        end else begin
            cnt_reg <= cnt_reg + 1;
        end
    end
endmodule
`timescale 1ps / 1ps
module counter2 (
    input clk,
    input rst,
    output [7:0] cnt_out
);
    reg [7:0] cnt_reg;
    assign cnt_out = cnt_reg;
    always @(posedge clk) begin
        if(rst) begin
            cnt_reg <= 8'h00;
        end else begin
            cnt_reg <= cnt_reg + 2;
        end
    end
endmodule
`timescale 1ps / 1ps
module counters (
    input clk,
    input rst,
    output [7:0] cnt1_out,
    output [7:0] cnt2_out
    );
    counter1 cnt1_i(
        .clk(clk),
        .rst(rst),
        .cnt_out(cnt1_out)
    );
    counter2 cnt2_i(
        .clk(clk),
        .rst(rst),
        .cnt_out(cnt2_out)
    );
endmodule
```

## /design/flow/run.sh

```bash
#!/bin/bash
# OpenROAD 26Q1-2900-gdf79404cd8, Yosys 0.63+post, stock flow scripts
make -C /OpenROAD-flow-scripts/flow DESIGN_CONFIG=/design/flow/config.mk WORK_HOME=/design/flow/orfs finish
```

## /design/flow/config.mk

```make
export PLATFORM = sky130hd
export DESIGN_NAME = counters
export DESIGN_NICKNAME = counters
export VERILOG_FILES = /design/flow/design.v
export SDC_FILE = /design/flow/constraint.sdc
export NUM_CORES = 4
export LEC_CHECK = 1
export CORE_AREA = 10 10 72 72
export DIE_AREA = 0 0 82 82
```

## /design/flow/constraint.sdc

```tcl
current_design counters

set clk_period 1.8
set clk_io_pct 0.2

create_clock -name clk0 -period $clk_period [get_ports {clk}]

set non_clock_inputs [all_inputs -no_clocks]
set_input_delay [expr $clk_period * $clk_io_pct] -clock clk0 $non_clock_inputs
set_output_delay [expr $clk_period * $clk_io_pct] -clock clk0 [all_outputs]
```

==> impl_metrics.ini <==
; generated from flow reports
[routing]
drtPass1Iterations = 4
wl_per_cell_um = 9.95
vias = 481
drt_drc_violations_left = 0
viasPerCell = 3.70
wirelength_um = 1290
drt_iter0_markers = 16
ant_nets = 0
antenna_cells = 0

[finish]
largest_register_ffs = 8
regArea_sq_um = 300
design_area_sq_um = 845
area_delta_synth_final_pct = 44.8
instances_no_fill = 130
final_util_pct = 22.9
logic_area_sq_um = 272
fillerInstances = 413
drive_above_1_share_pct = 6.10

[yosys]
ys.warnings.count = 2
top_cell_area_share_pct = 51.5
yosysCellCount = 63
synthTopCellsByArea = dfxtp_1 (52%), nor2_1 (6.4%), xor2_1 (6.0%)
synth.avg_cell_area_sq_um = 9.25
synth.distinct_cells = 19
synth_area_sq_um = 583
synth.largest_area_cell = dfxtp_1
yosys_area_sq_um = 583
ys_seq_share_pct = 51.5
syn_inst = 63
synth_flops = 15

[clock_network]
cts_resized = 0
ctsHtreeMaxLevel = 1
insertion_delay_ns = 0.24
cts_hold_buffers = 0
cts_buffers = 3
cts-root-buf = clkbuf_8
cts_sinks = 15
clk_path_buf_depth = 2
clkTransAtPathRegs_ns = 0.06
cts_setup_buffers = 0
cts_tree = yes

[setup_path]
r2r_slack_ns = 0.56
critical_path.top_delay_family = buffers and inverters
r2r_start = cnt1_i.cnt_reg[0]
regToRegEndpoint = cnt1_i.cnt_reg[6]
cp.arrival_ns = 1.17
worstPathRequired_ns = 1.44
critPathSlowestCell = clkdlybuf4s50_1
cp_max_fo = 6
endpoint_kind = primary output
worst_path_largest_cell_delay_ns = 0.50
startpoint_type = flop
criticalPathCategory = flop to primary output
cp_num_buf_inv = 1
crit_chain = clkdlybuf4s50_1
worstRegToRegCells = 4

[pwr]
total_power_uw = 666
p_seq_share_pct = 53.5
vdd_drop_max_mv = 0.449
p_per_area_nw_per_um2 = 789
p_comb_share_pct = 6.9
power_frac_clock_pct = 39.6
p_int_uw = 532
netSwitchingPower_uw = 134
netSwitchingFraction_pct = 20.2
leakage_nw = 0.280

[placement]
post-place-ws_ns = 0.365
gp_congestion = 0.763
placed_cells = 126
io_buffers = 16
dpl_cell_area_sq_um = 800

[job]
warnings = 25
cap_viol_max_count = 0

[floorplanning]
die_height_um = 82
dieWidth_um = 82
die-area_sq_um = 6720
fp-utilization_pct = 15.8
io_pins = 18
core.rowCount = 22
core-area_sq_um = 3690

[global_route]
grt_max_degree = 11
antenna_found_initial = 0
grt_usage_pct = 4.02
grt_pass1_wl_um = 2150
grt_pass1_vias = 457
overflow = 0

[sta]
worst_hold_slack_ns = 0.475
rsz0062_at_grt = false
fin_tns_setup_ns = 0
setup_violations = 0
min_period_ns = 1.53
worst_slack_ns = 0.269
finalHoldViolations = 0
final_max_slew_viol_count = 0
period_used_pct = 85.1
fin_skew_ns = 0.000264
fmax_mhz = 653

[min_path]
whs_endpoint = cnt1_i.cnt_reg[0]
worstHoldPathCells = 1
hp-class = flop to flop
hold_start = cnt1_i.cnt_reg[0]

[status]
outcome = finished clean
[logic make-up after synthesis]
group	synth area share [%]
AND-OR/OR-AND	7.72
other	0.643
buffers and inverters	1.93
AND/OR/NAND/NOR	24.9
XOR/XNOR	9.01
adder cells (fa/ha/maj)	4.29
flip-flops	51.5
[cell usage after synthesis, drive strengths merged]
master and count:
a21oi 3, buf 1, clkbuf 1, conb 1, dfxtp 15, ha 2
nand2 4, nand2b 2, nand3 5, nand4 1, nor2 10, nor2b 2
nor4 2, o21ai 3, o21bai 2, or3 3, xnor2 2, xor2 4
[area by class of cell]
type | count | area share [%]
multi-input cells | 46 | 32.1
flip-flops and latches | 15 | 35.6
repair buffers | 17 | 19.9
well taps | 48 | 7.11
clock buffers | 4 | 5.33
[worst max-delay path by stage]
stage	from	endpoint	slack, ns	cells after the start
after global routing	cnt1_i.cnt_reg[3]	cnt1_out[3]	0.18	1
final	cnt1_i.cnt_reg[3]	cnt1_out[3]	0.27	1
after CTS	cnt1_i.cnt_reg[3]	cnt1_out[3]	0.24	1
[layout by cell type, fill, tap and decap left out, drive strengths merged]
cell type       n
clkbuf          4
o21ai           3
dfxtp          15
buf             1
a21oi           3
nand2b          2
nand4           1
xnor2           2
nand2           4
clkdlybuf4s50  16
nand3           5
nor2b           2
conb            1
or3             3
xor2            4
nor2           10
ha              2
nor4            2
o21bai          2
[per-layer routing]
metal  share of wire [%]  routed length [um]  track usage (%)
met5                   0                   0                0
met4                   0                   0            0.170
met3                  12                 149             2.09
met2                  45                 586             6.50
met1                  43                 556             4.94
[power by group through the flow]
stage     Sequential [mW]  Clock [mW]  Combinational [mW]
5_1_grt             0.358       0.293              0.0520
4_1_cts             0.356       0.275              0.0484
6_report            0.356       0.264              0.0461
